File: run.sh
#!/bin/bash
# OpenROAD 26Q1-2900-gdf79404cd8, Yosys 0.63+post, stock flow scripts
make -C /OpenROAD-flow-scripts/flow DESIGN_CONFIG=/design/flow/config.mk WORK_HOME=/design/flow/orfs finish
File: config.mk
export PLATFORM = sky130hd
export DESIGN_NAME = Adder_32bits
export DESIGN_NICKNAME = Adder_32bits
export VERILOG_FILES = /design/flow/design.v
export SDC_FILE = /design/flow/constraint.sdc
export NUM_CORES = 4
export LEC_CHECK = 1
export CORE_AREA = 10 10 93 93
export DIE_AREA = 0 0 103 103
File: constraint.sdc
current_design Adder_32bits

set clk_period 27.6
set clk_io_pct 0.2

create_clock -name clk0 -period $clk_period

set non_clock_inputs [all_inputs -no_clocks]
set_input_delay [expr $clk_period * $clk_io_pct] -clock clk0 $non_clock_inputs
set_output_delay [expr $clk_period * $clk_io_pct] -clock clk0 [all_outputs]
File: design.v
module Adder_32bits(
	a_in,
	b_in,
	c_in,
	sum_o,
	c_o
	);
	input [31:0] a_in;
	input [31:0] b_in;
	input 		 c_in;
	output [31:0] sum_o;
	output 			c_o;
	wire [7:0] cout;
	CLA_4bits #(4) adder0(
						.a   (a_in[3:0]), 
						.b   (b_in[3:0]), 
						.cin (c_in), 
						.s	 (sum_o[3:0]), 
						.cout(cout[0])
						);
	CLA_4bits #(4) adder1(
						.a	 (a_in[7:4]), 
						.b	 (b_in[7:4]), 
						.cin (cout[0]), 
						.s	 (sum_o[7:4]), 
						.cout(cout[1])
						);
	CLA_4bits #(4) adder2(
						.a   (a_in[11:8]), 
						.b   (b_in[11:8]), 
						.cin (cout[1]), 
						.s	 (sum_o[11:8]), 
						.cout(cout[2])
						);
	CLA_4bits #(4) adder3(
						.a	 (a_in[15:12]), 
						.b	 (b_in[15:12]), 
						.cin (cout[2]), 
						.s	 (sum_o[15:12]), 
						.cout(cout[3])
						);
	CLA_4bits #(4) adder4(
						.a	 (a_in[19:16]), 
						.b	 (b_in[19:16]), 
						.cin (cout[3]), 
						.s	 (sum_o[19:16]), 
						.cout(cout[4])
						);		
	CLA_4bits #(4) adder5(
						.a	 (a_in[23:20]), 
						.b	 (b_in[23:20]), 
						.cin (cout[4]), 
						.s	 (sum_o[23:20]), 
						.cout(cout[5])
						);
	CLA_4bits #(4) adder6(
						.a	 (a_in[27:24]), 
						.b	 (b_in[27:24]), 
						.cin (cout[5]), 
						.s	 (sum_o[27:24]), 
						.cout(cout[6])
						);
	CLA_4bits #(4) adder7(
						.a	 (a_in[31:28]), 
						.b	 (b_in[31:28]), 
						.cin (cout[6]), 
						.s	 (sum_o[31:28]), 
						.cout(cout[7])
						);	
	assign c_o = cout[7];
endmodule	
module CLA_4bits(
		cin,
		a,
		b,
		s,
		cout
	);
	parameter N = 4;
	input 		   cin;
	input [N-1:0]    a;
	input [N-1:0]    b;
	output 		 cout;
	output [N-1:0] 	s;
	wire [N-1:0]  p;
	wire [N-1:0]  g;
	wire [N:0] 	 co;
		assign g = a & b;
		assign p = a ^ b;
	begin assign co[0] = cin; end
	begin assign co[1] = ( co[0] && p[0] ) || g[0]; end
	begin assign co[2] = ( co[0] && p[0] && p[1]) || ( p[1] && g[0] ) || g[1]; end
	begin assign co[3] = ( co[0] && p[0] && p[1] && p[2]) || ( p[2] && p[1] && g[0] ) ||( p[2] && g[1] ) || g[2]; end
	begin assign co[4] = ( co[0] && p[0] && p[1] && p[2] && p[3]) || ( p[3] && p[2] && p[1] && g[0] ) ||( p[3] && p[2] && g[1] ) || ( p[3] && g[2] ) || g[3]; end
	begin assign cout = co[4]; end
	begin assign s[0] = co[0] ^ p[0]; end
	begin assign s[1] = co[1] ^ p[1]; end
	begin assign s[2] = co[2] ^ p[2]; end
	begin assign s[3] = co[3] ^ p[3]; end
endmodule
==> impl_results.html <==
<p>Metrics extracted from the flow reports.</p>
<table>
<tr><th>Metric</th><th>Value</th></tr>
<tr><th colspan="2">Route</th></tr>
<tr><td>Pre-Repair DR Iteration Count</td><td>4</td></tr>
<tr><td>Routed vias/inst</td><td>slightly above 4</td></tr>
<tr><td>Post-detailed-route count of antenna-violating nets</td><td>0</td></tr>
<tr><td>Wire length per cell</td><td>around 12 um</td></tr>
<tr><td>DRC violations left</td><td>0</td></tr>
<tr><td>Detailed-route wire length</td><td>3.58 mm</td></tr>
<tr><td>Via count of the routed design</td><td>1227</td></tr>
<tr><td>Detailed router's first-iteration violation count</td><td>18</td></tr>
<tr><td>Diode count</td><td>0</td></tr>
<tr><th colspan="2">Final layout</th></tr>
<tr><td>Sequential cell area in the final layout</td><td>0 um^2</td></tr>
<tr><td>Flops</td><td>0</td></tr>
<tr><td>Most frequent logic cell in the layout</td><td>sky130_fd_sc_hd__clkdlybuf4s50_1</td></tr>
<tr><td>Fraction of layout instances using a drive strength above 1</td><td>0%</td></tr>
<tr><td>Fill count</td><td>roughly 700</td></tr>
<tr><td>Top library cells by usage in the layout, fill and taps aside</td><td>sky130_fd_sc_hd__clkdlybuf4s50_1 (98), sky130_fd_sc_hd__ha_1 (40), sky130_fd_sc_hd__xor2_1 (15), sky130_fd_sc_hd__xnor2_1 (9)</td></tr>
<tr><td>Combined area of the multi-input logic cells</td><td>approximately 1200 um^2</td></tr>
<tr><td>Signed area change from the synthesized netlist to the final layout</td><td>92.7%</td></tr>
<tr><td>Layout clock buffer count</td><td>0</td></tr>
<tr><th colspan="2">Timing</th></tr>
<tr><td>Post-layout worst setup margin</td><td>about 9900 ps</td></tr>
<tr><td>Count of pins over their slew limit</td><td>0</td></tr>
<tr><td>RSZ-0062 raised after global routing</td><td>false</td></tr>
<tr><td>Slew @ Worst Pin</td><td>around 160 ps</td></tr>
<tr><td>Number of failing hold endpoints at the final stage</td><td>0</td></tr>
<tr><td>Final setup violation count</td><td>0</td></tr>
<tr><td>Relative slew slack</td><td>about nine tenths</td></tr>
<tr><td>Total negative setup slack</td><td>0 ps</td></tr>
<tr><td>Crit path time final</td><td>between 15000 and 20000 ps</td></tr>
<tr><td>Final critical-path share of the clock period</td><td>between 60% and 70%</td></tr>
<tr><td>Achievable frequency</td><td>0.0565 GHz</td></tr>
<tr><th colspan="2">Worst setup path</th></tr>
<tr><td>Crit path largest cell delay</td><td>about 500 ps</td></tr>
<tr><td>Crit path max-delay cell type</td><td>sky130_fd_sc_hd__clkdlybuf4s50_1</td></tr>
<tr><td>Critical path data required time</td><td>approximately 22000 ps</td></tr>
<tr><td>Class of the most critical setup path</td><td>in2out</td></tr>
<tr><td>Setup crit end kind</td><td>output port</td></tr>
<tr><td>CP Launch Type</td><td>input port</td></tr>
<tr><td>Maximum fanout along the worst path</td><td>2</td></tr>
<tr><td>Crit path DAT</td><td>about 12000 ps</td></tr>
<tr><td>Most frequent cell on the critical path</td><td>sky130_fd_sc_hd__ha_1</td></tr>
<tr><th colspan="2">Power and ir drop</th></tr>
<tr><td>Fraction of power consumed by the clock network</td><td>0%</td></tr>
<tr><td>Fraction of power consumed by combinational cells</td><td>~100%</td></tr>
<tr><td>Internal power</td><td>35.5 uW</td></tr>
<tr><td>Leakage component of the power</td><td>between 0.001 and 0.0015 uW</td></tr>
<tr><td>Power per cell area</td><td>around 23 nW/um^2</td></tr>
<tr><td>Largest vdd supply drop</td><td>~0.0000073 V</td></tr>
<tr><td>Switching Fraction</td><td>30.3%</td></tr>
<tr><td>Switching power</td><td>15.5 uW</td></tr>
<tr><td>Sequential power share</td><td>0%</td></tr>
<tr><th colspan="2">Logic synthesis</th></tr>
<tr><td>Count of unique library cells instantiated by Yosys</td><td>11</td></tr>
<tr><td>Synth top area share</td><td>between 40% and 50%</td></tr>
<tr><td>Synthesized cell area</td><td>roughly 1200 um^2</td></tr>
<tr><td>Area leader, netlist</td><td>sky130_fd_sc_hd__ha_1</td></tr>
<tr><td>Cell count in the Yosys report</td><td>approximately 120</td></tr>
<tr><td>Post-synthesis average cell area</td><td>about 9.4 um^2</td></tr>
<tr><td>Post-synthesis cell count</td><td>124</td></tr>
<tr><td>Yosys synthesis chip area</td><td>approximately 1200 um^2</td></tr>
<tr><td>Ys Warns</td><td>0</td></tr>
<tr><td>Dominant cells by area after synthesis</td><td>sky130_fd_sc_hd__ha_1 (43%), sky130_fd_sc_hd__fa_1 (14%), sky130_fd_sc_hd__xor2_1 (11%), sky130_fd_sc_hd__xnor2_1 (6.8%), sky130_fd_sc_hd__a21o_1 (5.2%)</td></tr>
<tr><td>Sequential-to-total area share from yosys stat</td><td>0%</td></tr>
<tr><th colspan="2">Floorplanning</th></tr>
<tr><td>Initial cell density of the core</td><td>approximately 17%</td></tr>
<tr><td>Die Width</td><td>103 um</td></tr>
<tr><td>Area enclosed by the die boundary</td><td>roughly 11000 um^2</td></tr>
<tr><td>Total I/O pin count</td><td>about 98</td></tr>
<tr><td>Die Y-Extent</td><td>around 100 um</td></tr>
<tr><td>Core Footprint</td><td>a little under 7000 um^2</td></tr>
<tr><td>Standard-cell rows</td><td>30</td></tr>
<tr><th colspan="2">Run status</th></tr>
<tr><td>Outcome</td><td>finished, final reports clean</td></tr>
<tr><th colspan="2">Global routing</th></tr>
<tr><td>Antenna violations before repair</td><td>0</td></tr>
<tr><td>Maximum number of pins on one net before global-route repair</td><td>4</td></tr>
<tr><td>GRT Total Usage</td><td>6.44%</td></tr>
<tr><td>Vias in the first global route</td><td>1288</td></tr>
<tr><td>Overflow left after global routing</td><td>0</td></tr>
<tr><td>Wire length of the first global-routing pass</td><td>5.79 mm</td></tr>
<tr><th colspan="2">Flow run</th></tr>
<tr><td>Reported max-cap violation count</td><td>0</td></tr>
<tr><td>Number of warnings in the stage logs</td><td>about 40</td></tr>
<tr><th colspan="2">Placed design</th></tr>
<tr><td>Total of buffers placed on input and output ports</td><td>approximately 98</td></tr>
<tr><td>Pre-CTS setup slack</td><td>9820 ps</td></tr>
<tr><td>Placer Congestion</td><td>0.755</td></tr>
<tr><td>HPWL Detailed</td><td>3.39 mm</td></tr>
<tr><th colspan="2">Clock network</th></tr>
<tr><td>Hold buffer count at cts</td><td>0</td></tr>
<tr><td>Number of instances resized during post-cts repair</td><td>0</td></tr>
<tr><td>Post-CTS repair timing setup buffer count</td><td>0</td></tr>
<tr><th colspan="2">Hold path</th></tr>
<tr><td>Hold-critical path depth</td><td>4</td></tr>
<tr><td>Kind of path behind the tightest hold check</td><td>in2out</td></tr>
</table>
==> Yosys cell counts (all sizes together) <==
| cell | number |
|---|---|
| ha | 40 |
| xor2 | 15 |
| xnor2 | 9 |
| a21o | 8 |
| a21oi | 8 |
| fa | 8 |
| nand2 | 8 |
| nor2 | 8 |
| o211ai | 8 |
| o21a | 8 |
| inv | 4 |
==> worst paths after layout <==
check,startpoint,to,slack [ps]
min,b_in[19],sum_o[19],12100
max,a_in[0],sum_o[31],9890
==> worst max-delay path, delay by kind of cell <==
kind                     cells  cell delay (ps)
AND/OR/NAND/NOR              8              830
buffers and inverters        2              930
AND-OR/OR-AND               15             2820
adder cells (fa/ha/maj)      9             1900
XOR/XNOR                     1              150
==> through the flow <==
step | utilization [%] | cell area, um^2 | power [uW] | instances | hold WS [ps]
floorplan | - | 1170 | 17.2 | 124 | 11140
detailed placement | 33.3 | 2250 | 51.9 | 302 | 12110
global placement | 33.3 | 2250 | 52.1 | 302 | 12120
CTS | 33.3 | 2250 | 52.4 | 302 | 12110
global route | 33.3 | 2250 | 57.7 | 302 | 12160
finish | 33.3 | 2250 | 50.9 | 302 | 12100
==> power groups by stage <==
stage                 Clock, uW  Combinational [uW]  Sequential, uW
final                         0                50.9               0
after global routing          0                57.7               0
after CTS                     0                52.4               0
==> kinds of logic (layout without fill, tap and decap cells) <==
| kind of cell | after synthesis | in the layout | share of synthesized area [%] |
|---|---|---|---|
| and+or+nand+nor | 16 | 16 | 5.15 |
| AOI/OAI and AO/OA | 32 | 32 | 18.9 |
| adders and majority gates | 48 | 48 | 56.7 |
| buffers and inverters | 4 | 102 | 1.29 |
| xor gates and xnor gates | 24 | 24 | 18.0 |
==> layer usage <==
| layer | GRT usage, % | vias to the layer above | routed length (um) |
|---|---|---|---|
| met5 | 0 | - | 0 |
| met4 | 0 | 0 | 0 |
| met3 | 2.78 | 0 | 504 |
| met2 | 11.0 | 50 | 1640 |
| met1 | 7.79 | 535 | 1430 |
| li1 | - | 642 | - |
==> cell type report <==
cell class / count / share of cell area, %
multi-input cells: 120 / 51.2
inverters: 4 / 0.668
repair buffers: 98 / 43.7
well taps: 80 / 4.45
No activity file was given, so power comes from the tool's default toggle rates.
