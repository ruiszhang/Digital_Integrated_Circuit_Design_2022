File: flow/config.mk
export PLATFORM = sky130hd
export DESIGN_NAME = ALU_core
export DESIGN_NICKNAME = ALU_core
export VERILOG_FILES = /design/flow/design.v
export SDC_FILE = /design/flow/constraint.sdc
export NUM_CORES = 4
export LEC_CHECK = 1
export CORE_UTILIZATION = 40
File: flow/design.v
module ALU_core#(
	parameter n = 32
	)(
		opA,	 
		opB,	 
		S,		 
		M,		 
		Cin,	 
		DO,		 
		C,		 
		V,		 
		N,		 
		Z,		 
	);
	input [n-1:0] opA;
	input [n-1:0] opB;
	input [3:0] 	S;
	input 			M;
	input 		  Cin;
	output [n-1:0] DO;
	output 			C;
	output 			V;
	output 			N;
	output 			Z;
	wire [n:0] opA_ex;
	wire [n:0] opB_ex;
	wire [n:0] 	DO_ex;
	wire [n:0] 		g;
	wire [n:0] 		p;
	wire [n:0] 	   Ci;
	wire [n:0] S3_joint;
	wire [n:0] S2_joint;
	wire [n:0] S1_joint;
	wire [n:0] S0_joint;
	wire [n:0] M_joint;
	assign S3_joint = {33{S[3]}};
	assign S2_joint = {33{S[2]}};
	assign S1_joint = {33{S[1]}};
	assign S0_joint = {33{S[0]}};
	assign M_joint = {33{M}};
	assign opA_ex = {1'b0, opA};
	assign opB_ex = {1'b0, opB};	
	assign g =   (S3_joint & opA_ex & opB_ex)|(S2_joint & opA_ex & (~opB_ex))|(~M_joint);
	assign p = ~((S3_joint & opA_ex & opB_ex)|(S2_joint & opA_ex & (~opB_ex))|(S1_joint & opB_ex & (~opA_ex))|(S0_joint & (~opA_ex) & (~opB_ex)));
	assign Ci[0] = Cin;
	genvar i;
	generate
		for(i=1;i<=32;i=i+1)
			begin: gen_Ci
			assign Ci[i] = ( Ci[i-1] & p[i-1] ) | g[i-1];
			end
	endgenerate
	assign DO_ex = p ^ Ci;
	assign DO = DO_ex[31:0];
	assign 	C = (M)?DO_ex[32]:0;
	assign 	V = (M)?(DO_ex[32] ^ DO_ex[31]):0;
	assign 	N = (M)?DO_ex[31]:0;
	assign 	Z = (DO == 0);
endmodule
File: flow/constraint.sdc
current_design ALU_core

set clk_period 13.6
set clk_io_pct 0.2

create_clock -name clk0 -period $clk_period

set non_clock_inputs [all_inputs -no_clocks]
set_input_delay [expr $clk_period * $clk_io_pct] -clock clk0 $non_clock_inputs
set_output_delay [expr $clk_period * $clk_io_pct] -clock clk0 [all_outputs]
File: flow/run.sh
#!/bin/bash
# OpenROAD 26Q1-2900-gdf79404cd8, Yosys 0.63+post, stock flow scripts
make -C /OpenROAD-flow-scripts/flow DESIGN_CONFIG=/design/flow/config.mk WORK_HOME=/design/flow/orfs finish
==> impl_metrics.json <==
{
  "status": "finished, violations left",
  "violations": "setup timing",
  "dr.first_iter.drc_count": 57,
  "setup.worst_path.start_class": "input port",
  "cp-end-kind": "output pin",
  "ir_drop_v": 0.0000227,
  "antenna_found_initial": 0,
  "num_rows": 25,
  "cpPeakStageDelay_ps": 460,
  "min-delay-start": "S[0]",
  "num-fill-cells": 386,
  "lay_top_count": "clkdlybuf4s50_1",
  "drt_first_pass_iters": 4,
  "grt_max_degree": 38,
  "synth_area_mm2": 0.00196,
  "combPwrFrac_pct": 100.0,
  "synthCells": 238,
  "fin_crit_ps": 17180,
  "die_h_um": 71.9,
  "fin_crit_sh_pct": 126,
  "mostFrequentLayoutCells": "clkdlybuf4s50_1 (96), mux2i_1 (34), nand2_1 (32)",
  "setup_viol": 15,
  "grt_pass1_wl_um": 9200,
  "cp_slowest_cell": "or4b_1",
  "viasPerCell": 5.23,
  "clkbuf_count": 0,
  "required_ps": 10880,
  "path_max_fanout": 2,
  "vias": 2217,
  "tightestPinTransition_ps": 407,
  "grt_usage_pct": 22.0,
  "pwr-share-seq_pct": 0,
  "p_per_area_mw_per_mm2": 43.0,
  "totalWireLength_um": 5720,
  "worst_slack_ps": -3580,
  "top_area_share_pct": 20.5,
  "portBuffers": 106,
  "p_leak_nw": 1.33,
  "fp-utilization_pct": 41.4,
  "hold_viol": 0,
  "hold_path.class": "input port to output pin",
  "p_total_w": 0.000144,
  "syn_avg_cell_area_um2": 8.22,
  "antenna_cells": 0,
  "die_width_um": 71.9,
  "drive_gt1_share_pct": 29.7,
  "yosys-stat-area_mm2": 0.00196,
  "ys_warn_count": 0,
  "synth.top_cells.by_area": "ha_1 (20%), mux2_2 (18%), mux2i_1 (17%), nand3b_1 (12%), o21a_1 (12%)",
  "maxSlewViolCount": 0,
  "p_int_w": 0.0000954,
  "warning_count": 36,
  "layout.cells.non_filler": 424,
  "io_pins": 106,
  "grt_setup_unrepaired": "true",
  "coreArea_mm2": 0.00472,
  "grt_pass1_vias": 2088,
  "pre_cts_slack_ps": -4370,
  "die_area_mm2": 0.00517,
  "p_sw_w": 0.0000489,
  "flop-count": 0,
  "dp_hpwl_um": 4300,
  "regArea_um2": 0,
  "synth.distinct_cells": 23,
  "switching_share_pct": 33.9,
  "final_util_pct": 71.0,
  "place.gp.congestion": 0.801,
  "syn2layout_area_growth_pct": 71.6,
  "ys_seq_share_pct": 0,
  "yosys.area.top_type": "ha_1",
  "tns_ps": -32740,
  "min_delay_path_depth": 6,
  "slew_headroom_pct": 72.6,
  "min_to": "C",
  "hold_buffers": 0,
  "drv_cap": 0,
  "dp_cells": 423,
  "fmax_mhz": 58.2,
  "route.detailed.drc": 0,
  "avgRoutedWirePerCell_um": 13.5,
  "crit_arrival_ps": 14460,
  "antenna_left": 0,
  "path_class": "input port to output pin",
  "ys_cells": 238,
  "clkPwrFrac_pct": 0,
  "overflow": 0
}
synth_stat cells:
master,instances
a21o_1,1
a21oi_1,2
and2_1,1
and4b_1,2
buf_2,5
buf_6,1
clkbuf_1,12
ha_1,32
mux2_2,32
mux2i_1,34
nand2_1,33
nand2b_1,2
nand3b_1,31
nand4_1,3
nand4b_1,1
nor2_1,2
nor4_1,8
nor4b_1,1
nor4bb_1,1
o21a_1,31
o21ai_0,1
o22a_1,1
or4b_1,1
per-stage QoR:
stage / hold WS (ps) / instance area, µm²
2_1_floorplan: 5550 / 2080
3_3_place_gp: 6560 / 3350
3_5_place_dp: 6550 / 3350
4_1_cts: 6230 / 3330
5_1_grt: 6290 / 3360
6_report: 6220 / 3360
worst max path at each step:
| stage | startpoint | to | cells after the start |
|---|---|---|---|
| 4_1_cts | opB[0] | V | 71 |
| 5_1_grt | opB[0] | V | 71 |
| 6_report | opB[0] | V | 71 |
power groups by stage:
stage | Sequential (W) | Clock, W | Combinational (W)
after CTS | 0 | 0 | 0.000143
after global routing | 0 | 0 | 0.000160
final | 0 | 0 | 0.000144
logic make-up (layout without fill, tap and decap cells):
| group | count (synthesis) | after routing | share of synthesized area (%) |
|---|---|---|---|
| buf+inv | 18 | 137 | 4.16 |
| simple gates | 86 | 86 | 26.0 |
| mux | 66 | 66 | 35.8 |
| fa+ha+maj | 32 | 32 | 20.5 |
| compound gates | 36 | 36 | 13.5 |
critical path: cells and delay by family:
kind                     cells  cell delay [ps]
AND/OR/NAND/NOR             34             5380
adder cells (fa/ha/maj)     32             5690
multiplexers                 1              200
buffers and inverters        2              190
AND-OR/OR-AND                2              290
area by class of cell:
type,count,area [µm²],share of cell area [%]
tap,67,83.8,2.50
timing repair buffer,137,1270,37.8
multi-input combinational,220,2000,59.7
repair_timing:
item | in CTS | in global routing
setup endpoints to repair | 16 | 17
pin swaps | 38 | 36
gates resized | 34 | 5
buffers inserted | 1 | 0
metal layers:
metal	vias to the layer above	wire length, µm	GRT usage (%)
li1	1150	-	-
met1	1006	2670	29.7
met3	0	333	2.54
met5	-	0	0
met4	0	0	0
met2	61	2720	40.6
Power and IR drop assume default switching activity.
