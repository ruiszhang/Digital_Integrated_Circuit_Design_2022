**run.sh**
```bash
#!/bin/bash
# OpenROAD 26Q1-2900-gdf79404cd8, Yosys 0.63+post, stock flow scripts
make -C /OpenROAD-flow-scripts/flow DESIGN_CONFIG=/design/flow/config.mk WORK_HOME=/design/flow/orfs finish
```
**config.mk**
```make
export PLATFORM = sky130hd
export DESIGN_NAME = FIFO_asyn_64x8_NULL
export DESIGN_NICKNAME = FIFO_asyn_64x8_NULL
export VERILOG_FILES = /design/flow/design.v
export SDC_FILE = /design/flow/constraint.sdc
export NUM_CORES = 4
export LEC_CHECK = 1
export CORE_UTILIZATION = 50
```
**constraint.sdc**
```tcl
current_design FIFO_asyn_64x8_NULL

set clk_period 4.2
set clk_io_pct 0.2

create_clock -name clk0 -period $clk_period [get_ports {rd_clk}]
create_clock -name clk1 -period $clk_period [get_ports {wr_clk}]

set non_clock_inputs [all_inputs -no_clocks]
set_input_delay [expr $clk_period * $clk_io_pct] -clock clk0 $non_clock_inputs
set_output_delay [expr $clk_period * $clk_io_pct] -clock clk0 [all_outputs]
```
**design.v**
```verilog
module FIFO_asyn_64x8_NULL #(
		parameter DEPTH = 6, 				 
		parameter WIDTH = 8,				 
		parameter MAX_COUNT = (1 << DEPTH),  
		parameter NULL = 8'b0
	)(
		input wr_clk,  					 
		input rd_clk,  					 
		input wr_rstn, 					 
		input rd_rstn, 					 
		input wr_en,   					 
		input rd_en,   					 
		input [WIDTH-1:0] wr_data, 		 
		output reg wr_overflow,			 
		output reg rd_underflow,		 
		output reg [WIDTH-1:0] rd_data,   
		output reg [DEPTH-1:0] wr_ptr,   
		output reg [DEPTH-1:0] rd_ptr,	 
		output reg [DEPTH-1:0] count     
	);
	reg [WIDTH-1:0] fifo_mem[MAX_COUNT-1:0];  
	always @(posedge wr_clk or negedge wr_rstn)   
	begin 
		if(!wr_rstn) wr_ptr <= 0;
		else if(wr_en && !wr_overflow)  
		begin
			fifo_mem[wr_ptr] <= wr_data;
			wr_ptr <= wr_ptr + 1'b1;
		end
		else if(wr_en && wr_overflow)  
		begin
			if(wr_data == NULL)
			begin 
				wr_ptr <= wr_ptr;
			end
			else
			begin
				fifo_mem[wr_ptr] <= wr_data;
				wr_ptr <= wr_ptr + 1'b1;
			end
		end
		else wr_ptr <= wr_ptr;
	end
	always @(posedge rd_clk or negedge rd_rstn)   
	begin
		if(!rd_rstn) rd_ptr <= 0;
		else if(rd_en && !rd_underflow)  
		begin
			rd_data <= fifo_mem[rd_ptr];
			rd_ptr  <= rd_ptr + 1'b1;
		end
		else if(rd_en && rd_underflow)  
		begin
			rd_data <= NULL;
			rd_ptr  <= rd_ptr;
		end
		else rd_ptr <= rd_ptr;
	end
	always @(*) 
	begin
		if(!wr_rstn | !rd_rstn) count = 0;
		else 
			count = wr_ptr - rd_ptr;
	end
	always @(*)
	begin
		wr_overflow  = count[(DEPTH-1)-:2] == 2'b11;  
		rd_underflow = count[(DEPTH-1)-:2] == 2'b00;  
	end
endmodule
```
==> reports/qor.txt <==
status - completed
core box area - 40700 µm²
area post-placement - 22800 µm²
IO Pins - 42
number of enable flip-flop cells - 520
CTS tree - yes
synth warn - 2
area leader, netlist - edfxtp_1
clk_skew - 17.5 ps
MI comb area - 4480 µm²
Tool Warnings - 32
Layout area overhead - 19.4%
port bufs - 40
hpwl dp - 54.8 mm
worst slew pin tran - 1050 ps
share of cells above drive strength 1 - 19.9%
via count of the first global-routing pass - 13.9k
CP max-delay cell - a221oi_1
CP Launch Type - register
Internal - 0.0100 W
WL/cell - 39.6 µm
total power - 0.0142 W
Initial DRC Count - 1289
post-synthesis instance area - 20600 µm²
max_slew headroom - 30.3%
Yosys reg bits - 532
ANT nets after route - 0
Die H - 205 µm
total global-route track usage - 44.0%
Leak - 8.19 nW
CP Class - register to register
# hold bufs at CTS - 0
Cell area leaders - edfxtp_1, a22o_1, a221oi_1
antenna violations before repair - 8
CP Cell Sequence - inv_1 > ha_1 > nor2b_1 > and3_1 > a22o_1 > a221oi_1 > nand4_1 > nor4_1 > buf_4 > a21oi_1
worst path required time - 4180 ps
CTS sink count - 532
Min Hold Slack - 655 ps
filler cell count - 2999
Top-area cell share - 75.7%
gr ovfl total - 0
Peak VDD IR - 0.000405 V
most common cell in the netlist - edfxtp_1
Reg area - 15900 µm²
pwr dens - 578 nW/µm²
Flop pwr share - 43.1%
# DRC - 0
worst stage delay on the critical path - 720 ps
Final Max-Slew Violation Tally - 0
RSZ-0062 raised after global routing - no
row cnt - 74
RD Place Congestion - 1.06
first-pass GRT wire length - 109 mm
Design Area, Final - 24600 µm²
Die Wd - 205 µm
Synth cell types - 69
Final Core Density - 60.4%
yosys stat cell total - 1215
Switching Share - 29.5%
Yosys chip area - 20600 µm²
largest net degree at the start of global routing - 65
Setup TNS Final - 0 ps
syn avg cell area - 17.0 µm²
top sig layer - met5
sw power - 0.00420 W
Reg clk slew, reported paths - 50 ps
Seq share, synth - 77.2%
M1 WL - 24.3 mm
Pre-Place Util - 50.6%
Final Setup Violations - 0
critical path endpoint category - register
met2 wire length - 34.8 mm
Gate power share - 22.2%
ys flop type - edfxtp_1
final hold vios - 0
Post-synth top cells - edfxtp_1, nor2_1, a22o_1
Worst Path Max Fanout - 9
CP bufs+invs - 2
via count - 13.5k
Chip Footprint - 42100 µm²
Clock power frac - 34.7%
met3 routed WL - 15.8 mm
total wire length - 80.2 mm
critical path data arrival time - 4080 ps
total of max-cap violations - 0
Cells after Synth - 1215
reg2reg setup slack - 100 ps
TritonRoute pass-1 iters - 5
vias per inst - 6.69
worst hold path type - input port to async pin
delay-heaviest family, CP - simple AND/OR/NAND/NOR gates
FFs w/ async S/R, synth - 2.26%
repair_timing:
| item | CTS | global route |
|---|---|---|
| buffers inserted | 0 | 2 |
| pin swaps | 0 | 1 |
| setup endpoints to repair | 2 | 4 |
| gates resized | 1 | 4 |
routing by layer:
metal	track usage (%)	up-vias
li1	-	5546
met1	53.1	6531
met2	58.1	1194
met3	36.0	254
met4	18.8	24
met5	10.4	-
cell usage in the layout, fill, tap and decap left out, types with 4 or more instances in the layout:
| master | netlist | routed |
|---|---|---|
| a211oi_1 | 4 | 4 |
| a21oi_1 | 20 | 19 |
| a221oi_1 | 107 | 106 |
| a22o_1 | 112 | 112 |
| a22oi_1 | 25 | 25 |
| and2_1 | 4 | 4 |
| and3_1 | 6 | 6 |
| buf_2 | 14 | 8 |
| buf_4 | 4 | 174 |
| bufinv_16 | 0 | 8 |
| clkbuf_1 | 9 | 10 |
| clkbuf_16 | 0 | 56 |
| clkdlybuf4s50_1 | 0 | 32 |
| clkinv_1 | 0 | 11 |
| clkinv_2 | 0 | 9 |
| dfrtp_1 | 12 | 12 |
| edfxtp_1 | 520 | 520 |
| ha_1 | 13 | 13 |
| inv_1 | 15 | 14 |
| nand2_1 | 33 | 33 |
| nand2b_1 | 5 | 5 |
| nand3_1 | 12 | 12 |
| nand3b_1 | 4 | 4 |
| nand4_1 | 36 | 36 |
| nor2_1 | 116 | 113 |
| nor2_2 | 6 | 9 |
| nor2b_1 | 6 | 6 |
| nor3_1 | 23 | 22 |
| nor4_1 | 15 | 13 |
| o21a_1 | 4 | 4 |
| o21ai_0 | 11 | 11 |
| xnor2_1 | 9 | 9 |
| xor2_1 | 5 | 4 |
power by group through the flow:
stage         logic (W)  clock network [W]  registers (W)
finish          0.00316            0.00494        0.00614
global route    0.00330            0.00516        0.00616
CTS             0.00300            0.00495        0.00614
through the flow:
step                cells  setup WS (ps)
global placement     1925            314
floorplan            1215            635
CTS                  2021           30.2
global route         2023           17.6
finish               2026           95.4
detailed placement   1925            305
kinds of logic after synthesis:
family | count (synthesis) | share of synthesized area (%)
AND/OR/NAND/NOR | 295 | 7.59
multiplexers | 1 | 0.0485
flip-flops | 532 | 77.2
adder cells (fa/ha/maj) | 14 | 0.886
XOR/XNOR | 15 | 0.673
AND-OR/OR-AND | 308 | 12.3
buffers and inverters | 50 | 1.32
state kept, by name, indices dropped and copies added, names as in the netlist:
register	count
fifo_mem	512
rd_data	8
rd_ptr	6
wr_ptr	6
path summary, 6_finish.rpt:
check,cells after the start,startpoint,to
max,10,rd_ptr[1]$_DFFE_PN0P_,rd_data[5]$_SDFFCE_PN0P_
min,2,wr_rstn,wr_ptr[3]$_DFFE_PN0P_
max reg2reg,10,rd_ptr[1]$_DFFE_PN0P_,rd_data[5]$_SDFFCE_PN0P_
min reg2reg,2,rd_ptr[0]$_DFFE_PN0P_,rd_ptr[3]$_DFFE_PN0P_
max in group clk1,12,wr_ptr[0]$_DFFE_PN0P_,fifo_mem[13][1]$_DFFE_PP_
max in group asynchronous,2,rd_rstn,rd_ptr[4]$_DFFE_PN0P_
min in group clk1,1,wr_data[3],fifo_mem[50][3]$_DFFE_PP_
min in group clk0,2,rd_ptr[0]$_DFFE_PN0P_,rd_ptr[3]$_DFFE_PN0P_
layout make-up:
class | instances | area share, %
antenna | 3 | 0.0305
sequential | 532 | 64.6
clock inverter | 30 | 1.51
inverter | 15 | 0.229
clock buffer | 66 | 5.84
tap | 532 | 2.70
timing repair buffer | 215 | 6.85
multi-input combinational | 633 | 18.2
Power and IR drop assume default switching activity.
